==> design/flow/design.v <==
module mult_unsigned #(
		parameter WIDTHA = 16,
		parameter WIDTHB = 24,
		parameter PIPELINE_DEPTH = 4
)
(
	input clk,rst,
	input [WIDTHA -1 :0] A,
	input [WIDTHB -1 :0] B,
	output [WIDTHA + WIDTHB - 1:0] result
);
reg [WIDTHA -1 :0] rA;
reg [WIDTHB -1 :0] rB;
reg [WIDTHA + WIDTHB - 1:0] M [PIPELINE_DEPTH-1:0];
integer i;
always @(posedge clk or posedge rst)
begin
	if (rst) begin
		rA <= 0;
		rB <= 0;
		for (i=0; i<PIPELINE_DEPTH; i=i+1)
		  M[i] <=0;
		end
	else
	begin
		rA <= A;
		rB <= B;
		M[0] <= rA * rB;
		for (i=0; i<PIPELINE_DEPTH-1; i=i+1)
			M[i+1] <= M[i];
	end
end
assign result = M[PIPELINE_DEPTH-1];
endmodule
==> design/flow/run.sh <==
#!/bin/bash
# OpenROAD 26Q1-2900-gdf79404cd8, Yosys 0.63+post, stock flow scripts
make -C /OpenROAD-flow-scripts/flow DESIGN_CONFIG=/design/flow/config.mk WORK_HOME=/design/flow/orfs finish
==> design/flow/config.mk <==
export PLATFORM = sky130hd
export DESIGN_NAME = mult_unsigned
export DESIGN_NICKNAME = mult_unsigned
export VERILOG_FILES = /design/flow/design.v
export SDC_FILE = /design/flow/constraint.sdc
export NUM_CORES = 4
export LEC_CHECK = 1
export CORE_UTILIZATION = 50
==> design/flow/constraint.sdc <==
current_design mult_unsigned

set clk_period 18.2
set clk_io_pct 0.2

create_clock -name clk0 -period $clk_period [get_ports {clk}]

set non_clock_inputs [all_inputs -no_clocks]
set_input_delay [expr $clk_period * $clk_io_pct] -clock clk0 $non_clock_inputs
set_output_delay [expr $clk_period * $clk_io_pct] -clock clk0 [all_outputs]
==> results.txt <==
Results of the full flow below.

Setup path:
- Per STA, the worst path is made up of nand2_1, fa_1, fa_1, fa_1, inv_1, fa_1, fa_1, inv_1, fa_1, inv_1, ha_1, a21oi_2, nor2b_1, or4_4, o21ai_2, o211ai_4, o21a_1, o211a_1.
- Data arrives at the worst endpoint at 6820 ps.
- The run gives the data required time of the critical path as 18540 ps.
- The run gives the delay contributed by the slowest stage of the critical path as 970 ps.
- On the critical path the largest part of the delay comes from adder cells.
- Walking the critical path from launch to capture passes 18 cell instances.
- The run puts the path depth of the worst reg2reg path at 18.
- The run gives the critical path start-end classification as register to register.
- The slowest stage of the critical path belongs to the cell sky130_fd_sc_hd__dfrtp_1.
- The run puts the buffers plus inverters on the worst setup path at 3.
- The worst setup path is captured at a register.
- STA lists the maximum fanout along the critical path as 24.
- The worst setup path is launched from a register.
- In this design, the critical path's most frequently occurring cell is sky130_fd_sc_hd__fa_1.

Floorplanning:
- The floorplan has 68 rows.
- The floorplan step records an initial core utilization of 0.508.
- The die is 189 µm wide.
- The run gives the vertical extent of the die as 189 µm.
- In this run the standard cell core region covers 0.0345 mm².
- The run puts the number of I/O pins at 82.
- The run gives the area of the chip as 0.0359 mm².

Detailed routing:
- The routed layout has 10900 vias.
- The run gives the DRC marker count from the first detailed-route iteration as 359.
- Per the detail_route report, DRC violations left total 0.
- The run gives the count of TritonRoute iterations in the first routing pass as 6.
- Wires add up to 35100 µm.
- The run gives the vias per cell as 5.01.
- 0 antenna diodes ended up in the layout.
- The run puts the routed wire length per instance at 16.1 µm.
- The run puts the final antenna-violating net count at 0.

Clock network:
- The number of gates resized after CTS was 0.
- CTS reports a maximum clock tree buffer depth of 2.
- Looking at the clock tree report, the H-tree level count equals 4.
- In this run, CTS created clock tree buffers numbering 17.
- The number of hold buffers added after CTS was 0.
- The run puts the number of sinks driven by the clock tree at 200.
- The run puts the clock latency reported for the late side of the worst-skew pair at 440 ps.
- On the reported timing paths, the clock transition at the registers reads 70 ps.
- The run gives the root buffer selected by CTS as sky130_fd_sc_hd__clkbuf_16.
- TritonCTS built the clock tree.
- Buffers added to address setup during post-CTS repair amount to 0.

Synthesis:
- After synthesis, the cell types taking the most area are sky130_fd_sc_hd__fa_1 35%, sky130_fd_sc_hd__dfrtp_1 29%, sky130_fd_sc_hd__ha_1 8.0%, sky130_fd_sc_hd__inv_1 7.6%, sky130_fd_sc_hd__and2_1 6.3%.
- The run gives the largest area contributor in the synthesized netlist as sky130_fd_sc_hd__fa_1.
- The run puts the number of synthesized register bits at 200.
- The run puts the post-synthesis cell area at 0.0175 mm².
- Counting flops with an async set or reset pin after synthesis yields a share of 1.00.
- Among all flip-flop cells after synthesis, the most frequent one is sky130_fd_sc_hd__dfrtp_1.
- The run gives the yosys stat chip area as 0.0175 mm².
- For this run, the register share of the synthesized area comes to 0.285.
- The netlist uses 55 different library cells.
- Ranked by instance count, the synthesized netlist is headed by 353 x sky130_fd_sc_hd__inv_1, 306 x sky130_fd_sc_hd__fa_1, 232 x sky130_fd_sc_hd__nand2_1.
- The run puts the count of yosys warnings during synthesis at 2.
- For this design, Yosys synthesis ends with a cell count of 1655.
- The run gives the mean area per synthesized cell as 10.6 µm².
- Counting every instance in the synthesized netlist gives 1655.
- Of the post-synthesis cell area, the dominant cell type holds 0.349.
- The run gives the number of synthesized flops with an enable pin as 0.
- In the post-synthesis netlist, the cell with the most instances is sky130_fd_sc_hd__inv_1.

Global route:
- Per the GRT log, the top usage layer is met2.
- The via count of the first global-routing pass was 11500.
- The run puts the met2 demand-to-capacity share in global routing at 0.374.
- The run puts the first-pass GRT wire length at 58700 µm.
- The run puts the maximum number of pins on one net before global-route repair at 84.
- The number of antenna violations at the first check in global routing is 0.
- The run puts the met3 routing resource usage after global routing at 0.0562.
- The run puts the all-layer global routing usage at 0.228.
- In the global route stage, met1 resource usage came out at 0.330.
- Recorded from the global router log, the overflow total was 0.

Timing:
- The run gives the final number of max-transition violations as 0.
- At the pin with the least slew margin, the transition time is 948 ps.
- The run puts the minimum clock period after layout at 6480 ps.
- Per the final timing report, the hold violations number 0.
- The run gives the share of the clock period used by the worst path after layout as 0.356.
- The run gives the relative slew slack as 0.368.
- The run gives the final number of setup-violating endpoints as 0.
- The run puts the final total negative setup slack at 0 ps.
- Setup repair after global routing left no endpoint under its margin.
- The tightest hold path in the finished design has a slack of 340 ps.
- The run gives the upper clock frequency limit as 154 MHz.
- The run puts the setup clock skew after layout at 11.9 ps.

Job:
- The run puts the number of warnings the tools reported at 25.
- The run puts the max-cap check violation count at 0.

Placement:
- The final weighted congestion recorded by global placement is 0.886.
- The run puts the count of input and output buffers at 81.
- The run puts the half-perimeter wire length after detailed placement at 27000 µm.

Cells and area:
- The run gives the share of cells above drive strength 1 as 0.0361.
- The run puts the utilization after layout at 0.560.
- The run gives the area growth from synthesis to layout as 10.3%.

Min path:
- The run gives the worst min-delay path category as register to register.
- Counting instances, the worst hold path has a depth of 0.

Status:
- The flow ran to the end, and the final reports show no timing, DRC or antenna violations.
-- cell usage in the layout (no fill, tap or decap), types with 3 or more instances in the layout --
cell type,instances
sky130_fd_sc_hd__a21o_1,22
sky130_fd_sc_hd__nand2_1,232
sky130_fd_sc_hd__o21ai_2,3
sky130_fd_sc_hd__and3_1,3
sky130_fd_sc_hd__nor3_1,3
sky130_fd_sc_hd__and2_1,176
sky130_fd_sc_hd__nor2_1,20
sky130_fd_sc_hd__xor2_1,12
sky130_fd_sc_hd__clkbuf_16,17
sky130_fd_sc_hd__o21bai_1,4
sky130_fd_sc_hd__fa_1,306
sky130_fd_sc_hd__a211o_1,3
sky130_fd_sc_hd__a31oi_1,4
sky130_fd_sc_hd__a21oi_1,39
sky130_fd_sc_hd__inv_6,3
sky130_fd_sc_hd__inv_1,352
sky130_fd_sc_hd__clkinv_2,3
sky130_fd_sc_hd__nor2b_1,5
sky130_fd_sc_hd__inv_8,3
sky130_fd_sc_hd__clkdlybuf4s50_1,81
sky130_fd_sc_hd__ha_1,112
sky130_fd_sc_hd__nand4_1,5
sky130_fd_sc_hd__o21ai_0,12
sky130_fd_sc_hd__buf_4,15
sky130_fd_sc_hd__o211ai_1,3
sky130_fd_sc_hd__nand3_1,10
sky130_fd_sc_hd__xnor2_1,24
sky130_fd_sc_hd__dfrtp_1,200
-- registers in the layout (all words and copies together), names as in the netlist --
name / cells
rA: 16
rB: 24
M: 160
-- logic make-up (layout without fill, tap and decap cells) --
group,after synthesis,count (layout),synth area share
AND-OR/OR-AND,113,113,0.0443
XOR/XNOR,36,36,0.0180
buffers and inverters,419,480,0.0910
adder cells (fa/ha/maj),418,418,0.429
AND/OR/NAND/NOR,469,469,0.133
flip-flops,200,200,0.285
-- layer usage --
layer | share of wire | vias up
li1 | - | 4981
met5 | 0 | -
met1 | 0.39 | 5601
met2 | 0.52 | 261
met4 | 0.024 | 0
met3 | 0.057 | 42
-- path summary, 6_finish.rpt --
path                          from  endpoint  slack, ps
setup / recovery             rA[1]  M[0][39]      11720
setup reg to reg             rA[1]  M[0][39]      11720
max in group asynchronous      rst    rB[15]      12650
hold reg to reg            M[2][3]   M[3][3]        340
hold / removal             M[2][3]   M[3][3]        340
min in group asynchronous      rst  M[3][11]       3670
-- area by class of cell --
| cell class | count | area (µm²) |
|---|---|---|
| fill | 2970 | 15200 |
| multi-input combinational | 1036 | 10900 |
| sequential | 200 | 5000 |
| inverter | 353 | 1330 |
| timing repair buffer | 96 | 923 |
| tap | 455 | 569 |
| clock buffer | 18 | 429 |
| clock inverter | 13 | 141 |
-- metrics by stage --
stage	worst slack (ps)	cells	cell area, µm²
CTS	11720	2171	19300
finish	11720	2171	19300
floorplan	9110	1655	17500
detailed placement	11730	2140	18800
global route	11270	2171	19300
global placement	11780	2140	18800
